[/design/flow/design.v]
module IOmemory(
    input [7:0] keypad,
    input [31:0]msCount,
    input en,
    input [10:0]addr,
    output reg[31:0] outputIO
);
    always @(*) begin
        if(en && addr == 11'd1)
            outputIO = {keypad,24'd0};
        else if( en && addr == 11'd2)
            outputIO = msCount;
        else
            outputIO = 32'b0;
    end
endmodule  
[/design/flow/config.mk]
export PLATFORM = sky130hd
export DESIGN_NAME = IOmemory
export DESIGN_NICKNAME = IOmemory
export VERILOG_FILES = /design/flow/design.v
export SDC_FILE = /design/flow/constraint.sdc
export NUM_CORES = 4
export LEC_CHECK = 1
export CORE_AREA = 10 10 70 70
export DIE_AREA = 0 0 80 80
[/design/flow/run.sh]
#!/bin/bash
# OpenROAD 26Q1-2900-gdf79404cd8, Yosys 0.63+post, stock flow scripts
make -C /OpenROAD-flow-scripts/flow DESIGN_CONFIG=/design/flow/config.mk WORK_HOME=/design/flow/orfs finish
[/design/flow/constraint.sdc]
current_design IOmemory

set clk_period 5.4
set clk_io_pct 0.2

create_clock -name clk0 -period $clk_period

set non_clock_inputs [all_inputs -no_clocks]
set_input_delay [expr $clk_period * $clk_io_pct] -clock clk0 $non_clock_inputs
set_output_delay [expr $clk_period * $clk_io_pct] -clock clk0 [all_outputs]
==> results.sh <==
# physical design summary
export IMPL_status="completed"
export IMPL_routed_wl_mm=2.25
export IMPL_avgSynthCellArea_um2=6.97
export IMPL_num_vias=667
export IMPL_drtIter0Drc=11
export IMPL_grt_ovfl_total=0
export IMPL_die_w_um=80
export IMPL_gp_congestion=0.783
export IMPL_final_antenna_net_count=0
export IMPL_power_density_nw_per_um2=35.9
export IMPL_wire_per_inst_um=12.7
export IMPL_maxCapViolations=0
export IMPL_fp_dieH_um=80
export IMPL_ys_sh_aoi_pct=16.9
export IMPL_track_usage_pct=6.16
export IMPL_openroad_warnings=32
export IMPL_floorplan_core_area_um2=3420
export IMPL_nFlopsAndLatches=0
export IMPL_cp_slowest_stage_delay_ns=0.48
export IMPL_mi_logic_area_um2=322
export IMPL_grt_start_max_net_pins=25
export IMPL_post_cts_buffers=0
export IMPL_seq_area_um2=0
export IMPL_layout_min_cycle_time_ns=4.18
export IMPL_diodes=0
export IMPL_slew_headroom_pct=62.2
export IMPL_crit_end="outputIO[11]"
export IMPL_ctsHoldBuffers=0
export IMPL_synth_adder_area_share_pct=0
export IMPL_cp_end_kind="output pin"
export IMPL_yosys_area_um2=355
export IMPL_fillers=362
export IMPL_final_common_cell="clkdlybuf4s50_1"
export IMPL_min_period_over_period_pct=77.4
export IMPL_synthXorXnorAreaFrac_pct=0
export IMPL_critPathLaunchType="input pin"
export IMPL_drc=0
export IMPL_hp_class="input pin to output pin"
export IMPL_final_cell_mix="clkdlybuf4s50_1 (84), and2_2 (15), and2_1 (9)"
export IMPL_dp_hpwl_mm=2.13
export IMPL_area_delta_synth_final_pct=243
export IMPL_first_pass_iters=4
export IMPL_post_drt_via_cell_ratio=3.77
export IMPL_syn_cell_area_um2=355
export IMPL_ys_sh_mux_pct=0
export IMPL_synthCells=51
export IMPL_antenna_found_initial=0
export IMPL_chipArea_um2=6400
export IMPL_setup_violations=0
export IMPL_final_util_pct=35.7
export IMPL_grt_pass1_vias=704
export IMPL_fin_ws_ns=1.22
export IMPL_crit_path_max_fanout=24
export IMPL_initial_utilization_pct=10.4
export IMPL_slowest_stage="nor2b_1"
export IMPL_yosys_area_share_simple_pct=73.6
export IMPL_crit_chain="clkdlybuf4s50_1, nor2b_1, and4_4, and2_2, clkdlybuf4s50_1"
export IMPL_worstSetupPathType="input pin to output pin"
export IMPL_portBuffers=84
export IMPL_fp_row_count=21
export IMPL_synth_stat_cells=51
export IMPL_rsz0062_at_grt="false"
export IMPL_synth_cell_types=13
export IMPL_arrival_ns=3.10
export IMPL_crit_buf_inv=2
export IMPL_worstSetupStartpoint="addr[1]"
export IMPL_tns_ns=0
export IMPL_seq_area_frac_synth_pct=0
export IMPL_pin_count=84
export IMPL_topCombFamilyByArea="simple AND/OR/NAND/NOR gates"
export IMPL_cp_top_family="simple AND/OR/NAND/NOR gates"
export IMPL_ys_warn_count=1
export IMPL_p_leak_nw=0.429
export IMPL_drive_above_1_share_pct=13.0
export IMPL_pre_cts_ws_ns=1.19
export IMPL_ir_drop_v=0.0000153
export IMPL_timing_final_hold_violations=0
export IMPL_tightest_slew_ns=0.566
export IMPL_postCtsResizedCells=0
export IMPL_max_freq_ghz=0.239
export IMPL_cp_required_ns=4.32
export IMPL_cpMostUsedCell="clkdlybuf4s50_1"
export IMPL_grt_first_pass_wirelength_mm=3.31
export IMPL_crit_cells=5
export IMPL_slew_viol_final=0
export IMPL_nClkBuffers=0
[report_power, final]
part	leakage (nW)	internal [mW]	total, mW	switching, mW
sequential	0	0	0	0
combinational	0.429	0.0355	0.0438	0.00828
clock	0	0	0	0
total	0.429	0.0355	0.0438	0.00828
[metrics by stage]
step | power (mW) | hold WS [ns] | cell area (µm²) | instances
5_1_grt | 0.0466 | 3.10 | 1220 | 177
4_1_cts | 0.0442 | 3.09 | 1220 | 177
3_5_place_dp | 0.0441 | 3.09 | 1220 | 177
3_3_place_gp | 0.0437 | 3.09 | 1220 | 177
2_1_floorplan | 0.00640 | 2.23 | 355 | 51
6_report | 0.0438 | 3.08 | 1220 | 177
[worst min-delay path by stage]
stage | slack, ns | depth (start not counted) | endpoint | start
finish | 3.08 | 3 | outputIO[20] | msCount[20]
global route | 3.10 | 3 | outputIO[18] | msCount[18]
CTS | 3.09 | 3 | outputIO[18] | msCount[18]
[routing by layer]
metal	up-vias	part of all wire, %	global-route usage [%]
met5	-	0	0
li1	334	-	-
met4	0	0	0
met2	50	45	10.4
met3	0	18	3.75
met1	283	37	6.86
[logic make-up (layout without fill, tap and decap cells)]
logic type      count (synthesis)  in the layout
compound gates                  8              8
simple gates                   39             39
buf+inv                         4             84
[worst min-delay path, stage by stage]
cell	delay (ns)
clkdlybuf4s50_1	0.39
and2_1	0.13
clkdlybuf4s50_1	0.41
[cell usage after synthesis]
| cell type | instances | area (µm²) |
|---|---|---|
| and4_4 | 1 | 11.3 |
| buf_1 | 1 | 3.75 |
| and2_2 | 15 | 113 |
| nor3b_1 | 1 | 7.51 |
| and2_1 | 9 | 56.3 |
| a22oi_1 | 8 | 60.1 |
| nor3_1 | 1 | 5.00 |
| buf_4 | 1 | 7.51 |
| buf_6 | 2 | 22.5 |
| nor2b_1 | 2 | 12.5 |
| nor4_4 | 1 | 21.3 |
| nand3_1 | 1 | 5.00 |
| nor2_1 | 8 | 30.0 |
[final cells by class]
type	instances	share of cell area, %
multi-input combinational	47	26.4
tap	46	4.72
timing repair buffer	84	68.9
Power figures rest on the tool's default switching activity, not on a simulated workload.
